===== flow/config.mk =====
export PLATFORM = sky130hd
export DESIGN_NAME = gray_decoder
export DESIGN_NICKNAME = gray_decoder
export VERILOG_FILES = /design/flow/design.v
export SDC_FILE = /design/flow/constraint.sdc
export NUM_CORES = 4
export LEC_CHECK = 1
export CORE_UTILIZATION = 30

===== flow/constraint.sdc =====
current_design gray_decoder

set clk_period 3.6
set clk_io_pct 0.2

create_clock -name clk0 -period $clk_period

set non_clock_inputs [all_inputs -no_clocks]
set_input_delay [expr $clk_period * $clk_io_pct] -clock clk0 $non_clock_inputs
set_output_delay [expr $clk_period * $clk_io_pct] -clock clk0 [all_outputs]

===== flow/design.v =====
`timescale 1ns / 1ps
module gray_decoder(in, out);
    input [7:0] in;
    output reg [7:0] out;
    wire [7:0] in_reverse;
    assign in_reverse = {
        in[0],
        in[1],
        in[2],
        in[3],
        in[4],
        in[5],
        in[6],
        in[7]};
    always @* begin
        case (in_reverse)
            8'b01111111: out = 0  ;  
            8'b00111111: out = 1  ;  
            8'b00111110: out = 2  ;  
            8'b00111010: out = 3  ;  
            8'b00111000: out = 4  ;  
            8'b10111000: out = 5  ;  
            8'b10011000: out = 6  ;  
            8'b00011000: out = 7  ;  
            8'b00001000: out = 8  ;  
            8'b01001000: out = 9  ;  
            8'b01001001: out = 10 ;  
            8'b01001101: out = 11 ;  
            8'b01001111: out = 12 ;  
            8'b00001111: out = 13 ;  
            8'b00101111: out = 14 ;  
            8'b10101111: out = 15 ;  
            8'b10111111: out = 16 ;  
            8'b10011111: out = 17 ;  
            8'b00011111: out = 18 ;  
            8'b00011101: out = 19 ;  
            8'b00011100: out = 20 ;  
            8'b01011100: out = 21 ;  
            8'b01001100: out = 22 ;  
            8'b00001100: out = 23 ;  
            8'b00000100: out = 24 ;  
            8'b00100100: out = 25 ;  
            8'b10100100: out = 26 ;  
            8'b10100110: out = 27 ;  
            8'b10100111: out = 28 ;  
            8'b10000111: out = 29 ;  
            8'b10010111: out = 30 ;  
            8'b11010111: out = 31 ;  
            8'b11011111: out = 32 ;  
            8'b11001111: out = 33 ;  
            8'b10001111: out = 34 ;  
            8'b10001110: out = 35 ;  
            8'b00001110: out = 36 ;  
            8'b00101110: out = 37 ;  
            8'b00100110: out = 38 ;  
            8'b00000110: out = 39 ;  
            8'b00000010: out = 40 ;  
            8'b00010010: out = 41 ;  
            8'b01010010: out = 42 ;  
            8'b01010011: out = 43 ;  
            8'b11010011: out = 44 ;  
            8'b11000011: out = 45 ;  
            8'b11001011: out = 46 ;  
            8'b11101011: out = 47 ;  
            8'b11101111: out = 48 ;  
            8'b11100111: out = 49 ;  
            8'b11000111: out = 50 ;  
            8'b01000111: out = 51 ;  
            8'b00000111: out = 52 ;  
            8'b00010111: out = 53 ;  
            8'b00010011: out = 54 ;  
            8'b00000011: out = 55 ;  
            8'b00000001: out = 56 ;  
            8'b00001001: out = 57 ;  
            8'b00101001: out = 58 ;  
            8'b10101001: out = 59 ;  
            8'b11101001: out = 60 ;  
            8'b11100001: out = 61 ;  
            8'b11100101: out = 62 ;  
            8'b11110101: out = 63 ;  
            8'b11110111: out = 64 ;  
            8'b11110011: out = 65 ;  
            8'b11100011: out = 66 ;  
            8'b10100011: out = 67 ;  
            8'b10000011: out = 68 ;  
            8'b10001011: out = 69 ;  
            8'b10001001: out = 70 ;  
            8'b10000001: out = 71 ;  
            8'b10000000: out = 72 ;  
            8'b10000100: out = 73 ;  
            8'b10010100: out = 74 ;  
            8'b11010100: out = 75 ;  
            8'b11110100: out = 76 ;  
            8'b11110000: out = 77 ;  
            8'b11110010: out = 78 ;  
            8'b11111010: out = 79 ;  
            8'b11111011: out = 80 ;  
            8'b11111001: out = 81 ;  
            8'b11110001: out = 82 ;  
            8'b11010001: out = 83 ;  
            8'b11000001: out = 84 ;  
            8'b11000101: out = 85 ;  
            8'b11000100: out = 86 ;  
            8'b11000000: out = 87 ;  
            8'b01000000: out = 88 ;  
            8'b01000010: out = 89 ;  
            8'b01001010: out = 90 ;  
            8'b01101010: out = 91 ;  
            8'b01111010: out = 92 ;  
            8'b01111000: out = 93 ;  
            8'b01111001: out = 94 ;  
            8'b01111101: out = 95 ;  
            8'b11111101: out = 96 ;  
            8'b11111100: out = 97 ;  
            8'b11111000: out = 98 ;  
            8'b11101000: out = 99 ;  
            8'b11100000: out = 100;  
            8'b11100010: out = 101;  
            8'b01100010: out = 102;  
            8'b01100000: out = 103;  
            8'b00100000: out = 104;  
            8'b00100001: out = 105;  
            8'b00100101: out = 106;  
            8'b00110101: out = 107;  
            8'b00111101: out = 108;  
            8'b00111100: out = 109;  
            8'b10111100: out = 110;  
            8'b10111110: out = 111;  
            8'b11111110: out = 112;  
            8'b01111110: out = 113;  
            8'b01111100: out = 114;  
            8'b01110100: out = 115;  
            8'b01110000: out = 116;  
            8'b01110001: out = 117;  
            8'b00110001: out = 118;  
            8'b00110000: out = 119;  
            8'b00010000: out = 120;  
            8'b10010000: out = 121;  
            8'b10010010: out = 122;  
            8'b10011010: out = 123;  
            8'b10011110: out = 124;  
            8'b00011110: out = 125;  
            8'b01011110: out = 126;  
            8'b01011111: out = 127;  
            default:     out = 255;  
        endcase
    end
endmodule

===== flow/run.sh =====
#!/bin/bash
# OpenROAD 26Q1-2900-gdf79404cd8, Yosys 0.63+post, stock flow scripts
make -C /OpenROAD-flow-scripts/flow DESIGN_CONFIG=/design/flow/config.mk WORK_HOME=/design/flow/orfs finish

==> flow_summary_export.csv <==
group,metric,value,unit
final_layout,utilization,46.7,%
critical_path,critPathKind,"input port to output pin",
final_timing,max_slew.worst_pin.slew,0.476,ns
critical_path,crit_path_end_kind,"output pin",
final_layout,layout-drive-gt1-share,36.5,%
grt,grt-ovfl-total,0,
final_timing,slew_violations,0,
yosys,yosysUniqueCellTypes,72,
route,dr.pass1.iters,5,
final_timing,rsz0062_at_grt,"true",
place,io_buffers,16,
route,ant_nets,0,
floorplanning,io_pins,16,
place,place_ws,-0.522,ns
grt,grt_max_degree,46,
yosys,yosys_warnings,1,
final_layout,seq_area,0,um^2
clock_network,hold_buffers,0,
critical_path,slowest_stage,"or4_1",
yosys,top_cell_area_share,8.59,%
pwr,clkPwrFrac,0,%
final_timing,timing.fmax,285,MHz
yosys,ys_cells,418,
floorplanning,fp_util,31.1,%
critical_path,critPathLaunchType,"input port",
pwr,powerDensity,139,mW/mm^2
flow_run,warnings,42,
route,dr_total_vias,3875,
final_timing,final.setup.tns,0,ns
pwr,p_comb_share,100.0,%
final_layout,layout_top_cell,"buf_4",
place,routabilityCongestion,1.02,
final_timing,fin_crit,3.51,ns
floorplanning,die_w,94.5,um
route,totalWireLength,13.1,mm
critical_path,critPathRequiredTime,2.88,ns
final_layout,clock_buffers,0,
floorplanning,die_h,94.5,um
yosys,ys_seq_share,0,%
critical_path,path_max_fanout,8,
route,n_antenna_cell,0,
grt,grt_pass1_vias,3570,
yosys,synthesis.instances,418,
final_layout,layout_top_cells,"buf_4, nand2_1, a21oi_1",
route,wl_per_cell,20.9,um
grt,antenna_found_initial,0,
route,viasPerCell,6.19,
critical_path,critical_path_arrival,2.79,ns
critical_path,crit_family,"buffers and inverters",
final_timing,fin_ws,0.0853,ns
place,place_area,0.00359,mm^2
pwr,power.leakage,0.00160,uW
yosys,syn_area,0.00256,mm^2
pwr,ir_worst_vdd,0.0000552,V
floorplanning,fp.coreArea,0.00826,mm^2
final_timing,post-route-period-util,97.6,%
final_layout,area_growth,50.5,%
critical_path,path_cells,"dlygate4sd2_1, buf_12, clkinvlp_4, nor2_1, buf_4, o21ai_2, a21oi_1, or4_1, a31o_1, clkdlybuf4s50_1",
flow_run,drv_cap,0,
final_layout,fin_area,0.00386,mm^2
final_layout,n_fill_cell,867,
grt,gr-usage-all-layers,30.9,%
pwr,power.internal,251,uW
route,drt_iter0_markers,343,
yosys,yosys_area,0.00256,mm^2
hold_path,hold_class,"input port to output pin",
floorplanning,rows,33,
final_timing,setup_viol,0,
final_layout,ff_count,0,
final_timing,hold_viol_final,0,
pwr,p_sw,284,uW
grt,grt_first_pass_wirelength,20.4,mm
critical_path,critPathMaxStageDelay,0.51,ns
floorplanning,dieArea,0.00892,mm^2
critical_path,path_buffers,5,
yosys,synth_top_cell_by_area,"a21oi_1",
yosys,avgSynthCellArea,6.14,um^2
route,drc,0,
final_timing,slew_headroom,67.5,%
outcome,run_status,"finished, final reports clean",
pwr,power_frac_seq,0,%
place,hpwl,9.98,mm
pwr,swShare,53.1,%
yosys,yosys-top-cells-area,"a21oi_1, nand2_1, o21ai_0",
routing by layer:
| metal | vias to the layer above | global-route usage, % | part of all wire (%) |
|---|---|---|---|
| met4 | 0 | 13.3 | 5.2 |
| met1 | 1778 | 44.2 | 43 |
| met3 | 50 | 4.49 | 10 |
| li1 | 1795 | - | - |
| met5 | - | 0 | 0 |
| met2 | 252 | 46.0 | 42 |
cells by family (layout without fill, tap and decap cells):
family	count (synthesis)	after routing	share of synthesized area, %
AOI/OAI and AO/OA	183	183	49.3
muxes	5	5	1.95
and+or+nand+nor	161	161	31.0
adders and majority gates	11	11	5.37
buffers and inverters	56	159	11.8
xor gates and xnor gates	2	2	0.683
worst paths after layout:
kind	from	end	slack, ns	cells past startpoint
worst max-delay path	in[2]	out[5]	0.09	10
worst min-delay path	in[3]	out[4]	2.06	5
final cells by class:
cell class,count,area [um^2],share of cell area [%]
multi-input combinational,362,2410,62.5
timing repair buffer,149,1270,33.0
tap,105,131,3.40
inverter,10,43.8,1.13
cell usage after synthesis, types with 5 or more instances:
master,n
a211oi_1,9
a21o_1,5
a21oi_1,44
a31oi_1,11
buf_2,22
buf_4,6
clkbuf_1,12
ha_1,11
inv_1,8
mux2i_1,5
nand2_1,45
nand2b_1,13
nand3_1,10
nor2_1,38
nor2b_1,15
nor3_1,12
o21ai_0,33
o221ai_1,8
o22ai_1,7
o32ai_1,6
tightest hold or removal path, cell delays in order:
cell and delay [ns]:
buf_2 0.21, a221oi_1 0.13, o21ai_0 0.08, a211oi_1 0.08, dlymetal6s2s_1 0.12
power by group through the flow:
stage	logic, uW	clock network (uW)	registers [uW]
4_1_cts	502	0	0
5_1_grt	570	0	0
6_report	536	0	0
metrics by stage:
step | power [uW] | hold WS [ns] | cells
2_1_floorplan | 257 | 1.52 | 418
3_3_place_gp | 487 | 2.34 | 616
3_5_place_dp | 481 | 2.33 | 616
4_1_cts | 502 | 2.32 | 621
5_1_grt | 570 | 2.14 | 626
6_report | 536 | 2.06 | 626
what timing repair did:
action                     in CTS  in global routing
setup buffers                   4                  5
gates cloned                    1                  0
resized                        29                 27
pin swaps                       7                 18
setup endpoints to repair       8                  8
No activity file was given, so power comes from the tool's default toggle rates.
