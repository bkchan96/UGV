<file path="/design/flow/config.mk">
export PLATFORM = sky130hd
export DESIGN_NAME = displayController
export DESIGN_NICKNAME = displayController
export VERILOG_FILES = /design/flow/design.v
export SDC_FILE = /design/flow/constraint.sdc
export NUM_CORES = 4
export LEC_CHECK = 1
export CORE_AREA = 10 10 104 104
export DIE_AREA = 0 0 114 114
</file>
<file path="/design/flow/constraint.sdc">
current_design displayController

set clk_period 2.9
set clk_io_pct 0.2

create_clock -name clk0 -period $clk_period [get_ports {clk}]

set non_clock_inputs [all_inputs -no_clocks]
set_input_delay [expr $clk_period * $clk_io_pct] -clock clk0 $non_clock_inputs
set_output_delay [expr $clk_period * $clk_io_pct] -clock clk0 [all_outputs]
</file>
<file path="/design/flow/design.v">
`timescale 1ns / 1ps
module displayController(clk, in0, in1, in2, in3, in4, in5, in6, in7, out, outan);
    input clk;
    input [3:0] in0, in1, in2, in3, in4, in5, in6, in7;
    output reg [6:0] out;
    output reg [7:0] outan;
    reg [2:0] anode;
    reg [17:0] counter = 0;
    reg [3:0] decoded;
    always@ (posedge clk) begin
        if (counter == 100000) begin
            counter = 0;
            if (anode == 7) begin
                anode = 0;
            end
            else begin
                anode = anode + 1;
            end
        end
        else begin
            counter = counter + 1;
        end
    end
    always @* begin
        case (decoded)
            0: begin
                out = 7'b1000000;
            end
            1: begin
                out = 7'b1111001;
            end
            2: begin
                out = 7'b0100100;
            end
            3: begin
                out = 7'b0110000;
            end
            4: begin
                out = 7'b0011001;
            end
            5: begin
                out = 7'b0010010;
            end
            6: begin
                out = 7'b0000010;
            end
            7: begin
                out = 7'b1111000;
            end
            8: begin
                out = 7'b0000000;
            end
            9: begin
                out = 7'b0011000;
            end
            default: begin
                out = 7'b1111111;
            end
        endcase
    end
    always @* begin
        case (anode)
            0: begin
                outan = 8'b11111110;
                decoded = in0;
            end
            1: begin
                outan = 8'b11111101;
                decoded = in1;
            end
            2: begin
                outan = 8'b11111011;
                decoded = in2;
            end
            3: begin
                outan = 8'b11110111;
                decoded = in3;
            end
            4: begin
                outan = 8'b11101111;
                decoded = in4;
            end
            5: begin
                outan = 8'b11011111;
                decoded = in5;
            end
            6: begin
                outan = 8'b10111111;
                decoded = in6;
            end
            7: begin
                outan = 8'b01111111;
                decoded = in7;
            end
            default: begin
                outan = 8'b11111111;
                decoded = 7'b1111111;
            end
        endcase
    end
endmodule
</file>
<file path="/design/flow/run.sh">
#!/bin/bash
# OpenROAD 26Q1-2900-gdf79404cd8, Yosys 0.63+post, stock flow scripts
make -C /OpenROAD-flow-scripts/flow DESIGN_CONFIG=/design/flow/config.mk WORK_HOME=/design/flow/orfs finish
</file>
==> impl_metrics.tcl <==
# yosys + openroad results
set metrics [dict create \
    cp_max_fo 6 \
    vias 1622 \
    top_cell "nor2_1" \
    yosys_warnings 1 \
    cts_buffer_depth 2 \
    ys_cells 175 \
    seqCellArea_um2 450 \
    numPortBuffers 47 \
    fillers 881 \
    die_area_mm2 0.0130 \
    cts_buffers 3 \
    syn_inst 175 \
    dr.first_iter.drc_count 106 \
    period_needed_ns 3.27 \
    rsz0062_at_grt "yes" \
    initCoreUtil_pct 17.3 \
    fmax_ghz 0.306 \
    yosysTopAreaCell "dfxtp_1" \
    timing.hold.ws_ns 0.461 \
    maxCapViolations 0 \
    ctsHoldBuffers 0 \
    top_area_share_pct 24.0 \
    routed_wirelength_um 4800 \
    grt_overflow 0 \
    status "finished with violations" \
    drive_gt1_share_pct 35.9 \
    grt_max_degree 12 \
    async_reset_ff_share_pct 0 \
    ff_type "dfxtp_1" \
    syn_avg_cell_area_um2 8.58 \
    relSlewSlack_pct 57.7 \
    worstPathCellList "buf_6 -> ha_4 -> buf_4 -> or2_1 -> nor3_4 -> a31oi_4 -> buf_6 -> ha_4 -> mux2_4 -> a2bb2oi_2 -> buf_2" \
    grt_use_total_pct 7.17 \
    final_core_util_pct 31.1 \
    synth_flop_count 21 \
    vias_per_cell 4.38 \
    finClkSkew_ns 0.00182 \
    ant_nets 0 \
    first_pass_iters 4 \
    n_antenna_cell 0 \
    area.growth.synth_to_final_pct 80.0 \
    arrival_ns 2.69 \
    required_ns 2.32 \
    cts_root_buf "clkbuf_8" \
    clk_pin_slew_ns 0.07 \
    p_per_area_mw_per_mm2 223 \
    slowest_stage "edfxtp_1" \
    dieHeight_um 114 \
    clock_sinks 21 \
    endpoint_kind "output port" \
    hpwlAfterDp_um 3640 \
    grt_pass1_vias 1576 \
    warnings 35 \
    die-width_um 114 \
    synth_seq_share_pct 30.0 \
    tightest_slew_ns 0.628 \
    routedWlPerCell_um 13.0 \
    drc_errors 0 \
    clk_latency_ns 0.25 \
    netlist_top_cells_area "dfxtp_1, ha_1, edfxtp_1" \
    failed_checks "negative setup slack" \
    cp_slowest_stage_delay_ns 0.46 \
    p_leak_nw 1.01 \
    common_cells "nor2_1, dfxtp_1, nand2_1, ha_1, xnor2_1" \
    fin_crit_sh_pct 113 \
    netlist_area_mm2 0.00150 \
    gp_congestion 0.887 \
    cts_tree "built" \
    htreeDepth 1 \
    combGateArea_mm2 0.00124 \
    synth-edff-count 3 \
    path_class "reg -> out" \
    vdd_ir_drop_max_v 0.000250 \
    synth_cell_types 46 \
    final-setup-viol-count 7 \
    row_count 34 \
    grt_antenna_before_repair 0 \
    hold_path_class "reg -> reg" \
    start_kind "flop" \
    core_mm2 0.00868 \
    setup_ws_ns -0.371 \
    ys_area_mm2 0.00150 \
    grt_pass1_wl_um 7890 \
    ios 48 \
    final-max-slew-violation-count 0 \
    finalHoldViolCount 0 \
]
through the flow:
step	std cells	setup TNS [ns]	cell area [um^2]	power, W	setup slack, ns
2_1_floorplan	175	0	1560	0.000325	0.00196
3_3_place_gp	351	-2.56	2320	0.000397	-0.437
3_5_place_dp	351	-2.55	2320	0.000396	-0.462
4_1_cts	367	-1.30	2650	0.000605	-0.361
5_1_grt	370	-2.27	2700	0.000630	-0.469
6_report	370	-1.57	2700	0.000604	-0.371
sequential cells by signal, indices dropped and copies added, names as in the netlist:
name / count
anode: 3
counter: 18
power by group:
part,switching [W],internal (W)
combinational,0.0000419,0.0000827
clock,0.0000875,0.0000977
sequential,0,0.000294
total,0.000129,0.000474
kinds of logic after synthesis:
group | after synthesis | synth area share, %
multiplexers | 5 | 3.83
buffers and inverters | 14 | 4.33
XOR/XNOR | 16 | 9.33
AND/OR/NAND/NOR | 80 | 26.8
adder cells (fa/ha/maj) | 12 | 10.0
flip-flops | 21 | 30.0
AND-OR/OR-AND | 27 | 15.7
cell usage in the layout, fill, tap and decap left out, types with 4 or more instances in the layout:
cell	Yosys	routed
nor2b_1	4	4
buf_2	4	7
xor2_1	6	6
a22o_1	4	4
nor4_1	4	4
buf_4	0	31
buf_6	1	8
ha_4	0	8
dfxtp_1	18	18
inv_1	8	5
nor2_1	23	20
nand4_1	5	5
nand3_1	7	7
nand2_1	16	16
xnor2_1	10	10
clkdlybuf4s50_1	0	40
worst max-delay path, delay by kind of cell, from the launching register on:
family                   cells  cell delay, ns
buffers and inverters        4            0.59
AND/OR/NAND/NOR              2            0.56
flip-flops                   1            0.46
adder cells (fa/ha/maj)      2            0.36
multiplexers                 1            0.27
AND-OR/OR-AND                2            0.19
path summary, 6_finish.rpt:
path | start | to | slack (ns) | cells after the start
max | anode[1]$_SDFFCE_PN0N_ | out[3] | -0.37 | 11
min | counter[17]$_SDFF_PN0_ | counter[17]$_SDFF_PN0_ | 0.46 | 1
max reg2reg | counter[11]$_SDFF_PN0_ | anode[2]$_SDFFCE_PN0N_ | 1.03 | 4
min reg2reg | counter[17]$_SDFF_PN0_ | counter[17]$_SDFF_PN0_ | 0.46 | 1
layout make-up:
class | instances | share of cell area [%]
sequential | 21 | 16.7
timing repair buffer | 88 | 29.5
clock buffer | 4 | 1.67
inverter | 9 | 1.34
multi-input combinational | 140 | 45.8
tap | 108 | 5.00
metal layers:
metal	up-vias	routed length, um	global-route usage (%)
met5	-	0	0
met4	0	6	0.418
met3	2	548	2.07
met2	66	1940	11.1
met1	745	2310	10.1
li1	809	-	-
what timing repair did:
action | 4_1_cts | 5_1_grt
pin swaps | 13 | 7
endpoints found under the hold margin | 0 | 0
gates resized | 68 | 6
setup buffers | 12 | 4
endpoints found under the setup margin | 7 | 9
No activity file was given, so power comes from the tool's default toggle rates.
